[design/flow/run.sh]
#!/bin/bash
# OpenROAD 26Q1-2900-gdf79404cd8, Yosys 0.63+post, stock flow scripts
make -C /OpenROAD-flow-scripts/flow DESIGN_CONFIG=/design/flow/config.mk WORK_HOME=/design/flow/orfs finish
[design/flow/config.mk]
export PLATFORM = sky130hd
export DESIGN_NAME = simple_memory
export DESIGN_NICKNAME = simple_memory
export VERILOG_FILES = /design/flow/design.v
export SDC_FILE = /design/flow/constraint.sdc
export NUM_CORES = 4
export LEC_CHECK = 1
export CORE_UTILIZATION = 40
[design/flow/constraint.sdc]
current_design simple_memory

set clk_period 1.7
set clk_io_pct 0.2

create_clock -name clk0 -period $clk_period [get_ports {clk}]

set non_clock_inputs [all_inputs -no_clocks]
set_input_delay [expr $clk_period * $clk_io_pct] -clock clk0 $non_clock_inputs
set_output_delay [expr $clk_period * $clk_io_pct] -clock clk0 [all_outputs]
[design/flow/design.v]
module simple_memory (
    clk,
    we,
    re,
    addr,
    din,
    dout
);
    input clk, we, re;
    input [7:0] din;
    input [2:0] addr;
    output reg [7:0] dout;
    reg [7:0] memory[0:7];
    always @(posedge clk) begin
        if (we) begin
            memory[addr] <= din;
        end
    end
    always @(*) begin
        if (re) begin
            dout <= memory[addr];
        end else begin
            dout <= 0;
        end
    end
endmodule
==> flow_metrics.py <==
# Auto-generated metrics
metrics = {
    "run_status": {
        "status": "finished, violations left",
        "violations": "setup timing",
    },
    "floorplanning": {
        "core_mm2": 0.006061,
        "num_rows": 28,
        "dieArea_mm2": 0.006772,
        "die_x_um": 82.29,
        "die_y_um": 82.29,
        "io_pins": 22,
        "fp_util": 0.4255,
    },
    "sta": {
        "period_used_share": 1.074,
        "hold_viol_final": 0,
        "finalMaxSlewViolations": 0,
        "setup_viol": 2,
        "worst_pin_slew_ns": 0.3164,
        "max_freq_ghz": 0.5475,
        "slew_headroom": 0.7885,
        "rsz0062_at_grt": "true",
        "setup-tns-final_ns": -0.2217,
        "layout_setup_ws_ns": -0.1263,
        "fin_crit_ns": 1.826,
    },
    "logic_synthesis": {
        "synthArstFlopShare": 0,
        "syn_area_mm2": 0.002579,
        "ys_warn_count": 1,
        "synth.avg_cell_area_um2": 16.32,
        "numSynthFlops": 64,
        "synth.yosys.seq_area_share": 0.7453,
        "synthDistinctLibCells": 25,
        "yosysChipArea_mm2": 0.002579,
        "edf_count": 64,
        "yosys_most_used_dff": "edfxtp_1",
        "synthCells": 158,
        "synth.yosys.num_cells": 158,
    },
    "hold_path": {
        "hp-class": "input port to flop",
        "min_path_cells": 5,
        "hold_end": "memory[4][4]",
        "min_from": "addr[1]",
    },
    "place": {
        "dp_hpwl_um": 3408,
        "gpl.final_weighted_congestion": 0.8104,
        "io_buffers": 21,
        "placed_cell_area_mm2": 0.003094,
    },
    "finish": {
        "largest_registers": "memory: 64 flops",
        "syn2layout_area_growth_pct": 31.44,
        "stdcell_area_mm2": 0.003390,
        "fillers": 465,
        "largest_reg_flops": 64,
        "top_register": "memory",
        "drive_gt1_frac": 0.3484,
    },
    "worst_setup_path": {
        "worstSetupStartpointType": "flop",
        "worstPathMaxFanout": 1,
        "crit_required_ns": 1.36,
        "end_kind": "output port",
        "arrival_ns": 1.49,
        "critPathKind": "flop to output port",
    },
    "pwr": {
        "p_leak_nw": 1.254,
        "power_density_mw_per_mm2": 926.2,
        "peakVddDrop_mv": 0.5492,
        "power.total_mw": 3.139,
    },
    "detailed_routing": {
        "ant_nets": 0,
        "drc": 0,
        "via_count": 1508,
        "drt-wirelength-per-cell_um": 16.92,
        "vias_per_cell": 5.095,
        "wl_um": 5007,
        "drt_iter0_drc": 69,
        "diodes": 0,
        "first_pass_iters": 4,
    },
    "cts": {
        "clkTransAtPathRegs_ns": 0.07,
        "ctsLongestPathBuffers": 2,
        "clkSinkCount": 64,
        "cts_tree": "done",
        "htreeDepth": 3,
        "root_buffer": "clkbuf_8",
        "cts_buffers": 9,
    },
    "global_routing": {
        "grtUsageTotal": 0.1801,
        "first_global_vias": 1566,
        "grt_pass1_wl_um": 7914,
        "grt_overflow": 0,
        "antenna_found_initial": 0,
        "grt_max_degree": 12,
    },
    "run": {
        "tool_warnings": 27,
        "maxCapViolCount": 0,
    },
}
-- per-layer routing --
| layer | GRT usage | wire length, um | vias to the layer above |
|---|---|---|---|
| met5 | 0 | 0 | - |
| met2 | 0.2612 | 2387 | 49 |
| li1 | - | - | 739 |
| met4 | 0.02456 | 45 | 0 |
| met1 | 0.2704 | 2196 | 715 |
| met3 | 0.09253 | 376 | 5 |
-- cells in the final DEF (no fill, tap or decap), types with 2 or more instances in the layout --
| cell | Yosys | final |
|---|---|---|
| nor3_1 | 4 | 2 |
| o22ai_1 | 9 | 6 |
| buf_12 | 0 | 6 |
| buf_4 | 4 | 25 |
| clkbuf_1 | 0 | 3 |
| clkinv_2 | 0 | 2 |
| nand2b_1 | 3 | 2 |
| a211oi_1 | 3 | 2 |
| buf_2 | 4 | 7 |
| o21a_1 | 5 | 5 |
| edfxtp_1 | 64 | 64 |
| nor3_2 | 0 | 2 |
| o31a_1 | 3 | 3 |
| clkdlybuf4s50_1 | 0 | 10 |
| mux2_4 | 1 | 2 |
| clkbuf_8 | 0 | 9 |
| buf_6 | 0 | 7 |
| mux2i_1 | 25 | 24 |
| a22oi_2 | 0 | 2 |
| o22ai_2 | 0 | 3 |
| nand2_1 | 8 | 7 |
| nor2_1 | 10 | 9 |
| nand3_1 | 2 | 2 |
-- through the flow --
stage / cells / hold WS (ns) / setup WS, ns / utilization
after global routing: 296 / 0.7091 / -0.1954 / 0.5592
final: 296 / 0.7008 / -0.1263 / 0.5592
after floorplan: 158 / 0.4389 / 0.1016 / -
after global placement: 273 / 1.058 / -0.8122 / 0.5105
after CTS: 297 / 0.6982 / -0.1980 / 0.5605
after detailed placement: 273 / 1.065 / -0.8641 / 0.5105
-- report_power, final --
group	total [mW]	internal (mW)	leakage [nW]	switching, mW
combinational	0.311	0.165	0.595	0.146
sequential	1.80	1.79	0.581	0.0117
clock	1.03	0.520	0.0778	0.507
total	3.14	2.48	1.25	0.664
-- worst max-delay path, cell delays in order (launching register included) --
cell,delay [ns]
edfxtp_1,0.35
mux2_4,0.28
a22oi_2,0.14
nor2_1,0.06
o31a_1,0.23
buf_2,0.11
-- kinds of logic after synthesis --
logic type             share of synthesized area
multiplexers                              0.1072
AND/OR/NAND/NOR                          0.05241
buffers and inverters                    0.02232
AND-OR/OR-AND                            0.07278
flip-flops                                0.7453
-- worst max path at each step --
stage	from	endpoint	slack, ns	cells after the start
4_1_cts	memory[3][3]	dout[3]	-0.20	5
5_1_grt	memory[1][5]	dout[5]	-0.20	5
6_report	memory[1][5]	dout[5]	-0.13	5
-- what timing repair did --
| item | 4_1_cts | 5_1_grt |
|---|---|---|
| cloned | 0 | 0 |
| gates resized | 60 | 4 |
| pin swaps | 22 | 15 |
| setup endpoints to repair | 8 | 7 |
| buffers inserted | 8 | 0 |
| hold buffers | 0 | 0 |
-- synth_stat cells (3+ instances only) --
cell / number / area [um^2]
o21a_1: 5 / 37.54
buf_2: 4 / 20.02
nand2b_1: 3 / 18.77
edfxtp_1: 64 / 1922
nand2_1: 8 / 30.03
a211oi_1: 3 / 22.52
mux2i_1: 25 / 250.2
nor2_1: 10 / 37.54
buf_4: 4 / 30.03
o31a_1: 3 / 26.28
o22ai_1: 9 / 56.30
nor3_1: 4 / 20.02
-- final cells by class --
cell class | count | area [um^2] | area share
repair buffers | 56 | 526.8 | 0.1554
clock buffers | 12 | 135.1 | 0.03987
inverters | 1 | 3.754 | 0.001107
clock inverters | 4 | 21.27 | 0.006275
multi-input cells | 84 | 686.9 | 0.2027
well taps | 75 | 93.84 | 0.02769
flip-flops and latches | 64 | 1922 | 0.5670
Power figures rest on the tool's default switching activity, not on a simulated workload.
