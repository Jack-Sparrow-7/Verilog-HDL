==> flow/design.v <==
module alarm_monitor (
    sensor_a,
    sensor_b,
    mode,
    clk,
    rst_n,
    alarm_leds,
    pwr_reg
);
    input [3:0] sensor_a, sensor_b;
    input [1:0] mode;
    input clk, rst_n;
    output reg [2:0] alarm_leds;
    output reg [3:0] pwr_reg;
    reg [3:0] base_power;
    always @(*) begin
        case (mode)
            2'b00: base_power = 4'b0001;
            2'b01: base_power = 4'b1000;
            2'b10: base_power = 4'b1111;
            2'b11: base_power = 4'b1110;
        endcase
    end
    always @(*) begin
        alarm_leds = 0;
        if (sensor_a > 12 || sensor_b > 12) begin
            alarm_leds[2] = 1;
        end else if (sensor_a < 4 && sensor_b < 4) begin
            alarm_leds[1] = 1;
        end else begin
            alarm_leds[0] = 1;
        end
    end
    function [3:0] calc_power_adj;
        input [3:0] value;
        begin
            calc_power_adj = 0;
            for (integer i = 0; i < 4; i++) begin
                if (value & (1 << i)) calc_power_adj += 1;
            end
        end
    endfunction
    always @(posedge clk or negedge rst_n) begin
        if (!rst_n) pwr_reg <= 0;
        else pwr_reg = base_power + calc_power_adj(sensor_a);
    end
endmodule
==> flow/run.sh <==
#!/bin/bash
# OpenROAD 26Q1-2900-gdf79404cd8, Yosys 0.63+post, stock flow scripts
make -C /OpenROAD-flow-scripts/flow DESIGN_CONFIG=/design/flow/config.mk WORK_HOME=/design/flow/orfs finish
==> flow/config.mk <==
export PLATFORM = sky130hd
export DESIGN_NAME = alarm_monitor
export DESIGN_NICKNAME = alarm_monitor
export VERILOG_FILES = /design/flow/design.v
export SDC_FILE = /design/flow/constraint.sdc
export NUM_CORES = 4
export LEC_CHECK = 1
export CORE_AREA = 10 10 70 70
export DIE_AREA = 0 0 80 80
==> flow/constraint.sdc <==
current_design alarm_monitor

set clk_period 1.0
set clk_io_pct 0.2

create_clock -name clk0 -period $clk_period [get_ports {clk}]

set non_clock_inputs [all_inputs -no_clocks]
set_input_delay [expr $clk_period * $clk_io_pct] -clock clk0 $non_clock_inputs
set_output_delay [expr $clk_period * $clk_io_pct] -clock clk0 [all_outputs]
==> flow_metrics.tcl <==
# yosys + openroad results
set metrics [dict create \
    syn_to_final_growth_pct 119 \
    avgViaCountPerCell 3.05 \
    powerDensity_nw_per_um2 1010 \
    top_area_cell "dfrtp_1" \
    path_class "input port to register" \
    core_area_sq_um 3420 \
    grt_pass1_wl_mm 1.68 \
    period_used_pct 177 \
    required_ns 1.11 \
    rsz0062_at_grt "true" \
    clock_path_buffers 2 \
    cts_made_buffers 3 \
    max_slew_margin_pct 84.5 \
    crit_path_end "pwr_reg[2]" \
    slowest_delay_ns 0.33 \
    async_flop_share_pct 100 \
    dieHeight_microns 80 \
    place_area_sq_um 704 \
    dieArea_sq_um 6400 \
    hold_path.class "input port to asynchronous set/reset pin" \
    path_buffers 3 \
    report.final.setup_viol 7 \
    worstMarginPinSlew_ns 0.231 \
    synthTopCellsByCount "ha_1 (8), dfrtp_1 (4), xor2_1 (4)" \
    grt_start_max_net_pins 6 \
    ir_drop_uv 212 \
    area_leaders "dfrtp_1 (28%), ha_1 (28%), xor2_1 (9.8%)" \
    finalMaxSlewViolations 0 \
    wl_per_cell_microns 8.27 \
    cts_tree "done" \
    dpl.hpwl_microns 777 \
    synth_stat.cells 35 \
    setup_slack_ns -0.766 \
    cap_violations 0 \
    edf_count 0 \
    gpl.final_weighted_congestion 0.786 \
    cts-root-buf "clkbuf_4" \
    syn-mean-instance-area_sq_um 10.2 \
    synth.top_cell.area_share_pct 28.0 \
    slowest_stage "fa_2" \
    outcome "complete, but fails checks" \
    grt_use_total_pct 3.07 \
    io_buffers 18 \
    critPathLaunchType "input port" \
    ant_nets 0 \
    drive_above_1_share_pct 50.0 \
    drt_iter0_markers 4 \
    drtPass1Iterations 2 \
    ys_warn_count 1 \
    drc 0 \
    cp_max_fo 3 \
    vias 336 \
    synth_cell_types 16 \
    cp_data_arrival_time_ns 1.88 \
    hold-worst-slack_ns 0.164 \
    antenna_found_initial 0 \
    grt_pass1_vias 402 \
    synth_area_sq_um 358 \
    initCoreUtil_pct 10.5 \
    die_x_microns 80 \
    critPathTopFamily "adder cells" \
    crit_start "sensor_a[0]" \
    largest_reg_flops 4 \
    ys_area_sq_um 358 \
    io_pins 19 \
    crit_path_end_kind "register" \
    fin_crit_ns 1.77 \
    fmax_mhz 566 \
    path_clk_slew_ns 0.04 \
    clock-sinks 4 \
    wirelength_microns 910 \
    final_hold_viol_count 0 \
    ys_seq_share_pct 28.0 \
    cts_max_level 1 \
    ys.flops 4 \
    violations "negative setup slack" \
    cts_hold_buffers 0 \
    timing.setup.tns_ns -2.83 \
    antennaDiodeCount 0 \
    cp_num_cells 9 \
    total_power_uw 793 \
    synthCells 35 \
    synth_top_cell_by_count "ha_1" \
    worstPathCellList "buf_12 -> inv_12 -> ha_4 -> xor2_2 -> ha_1 -> mux2_4 -> buf_4 -> fa_2 -> xor2_1" \
    leakagePower_nw 0.343 \
    std_cell_rows 21 \
    grt-ovfl-total 0 \
    post-place-ws_ns -1.55 \
    flop_cell "dfrtp_1" \
    postLayoutCellArea_sq_um 785 \
    warnings 31 \
]
-- how the worst min path moves through the flow --
stage / slack [ns] / end / from / depth (start not counted)
6_report: 0.16 / pwr_reg[3] / rst_n / 1
5_1_grt: 0.18 / pwr_reg[1] / rst_n / 1
4_1_cts: 0.16 / pwr_reg[3] / rst_n / 1
-- final cells by class --
type	instances	area [sq um]
inverters	3	31.3
multi-input cells	27	319
well taps	46	57.6
fillers	374	2630
clock buffers	3	22.5
repair buffers	27	254
flip-flops and latches	4	100
-- cells by family after synthesis --
| family | share of synthesized area (%) |
|---|---|
| AND-OR/OR-AND | 8.39 |
| AND/OR/NAND/NOR | 8.39 |
| buffers and inverters | 4.19 |
| XOR/XNOR | 14.3 |
| multiplexers | 3.15 |
| flip-flops | 28.0 |
| adder cells (fa/ha/maj) | 33.6 |
-- layout by cell type (no fill, tap or decap) --
| cell type | netlist | routed |
|---|---|---|
| o21ai_2 | 0 | 1 |
| xor2_1 | 4 | 3 |
| clkdlybuf4s15_1 | 0 | 7 |
| clkdlybuf4s50_1 | 0 | 3 |
| a21o_1 | 1 | 1 |
| ha_4 | 0 | 3 |
| inv_12 | 0 | 1 |
| ha_1 | 8 | 5 |
| buf_4 | 0 | 7 |
| dfrtp_1 | 4 | 4 |
| nor2_1 | 3 | 2 |
| a21oi_1 | 2 | 1 |
| nand2_1 | 2 | 2 |
| fa_2 | 0 | 1 |
| buf_12 | 0 | 1 |
| nand3_1 | 1 | 1 |
| buf_8 | 0 | 2 |
| nor2_2 | 0 | 1 |
| buf_6 | 0 | 2 |
| dlygate4sd2_1 | 0 | 1 |
| mux2_4 | 0 | 1 |
| clkbuf_4 | 0 | 3 |
| xor2_2 | 1 | 2 |
| clkbuf_2 | 0 | 4 |
| nor4_4 | 0 | 1 |
| inv_8 | 0 | 1 |
| a21oi_2 | 0 | 1 |
| o211ai_1 | 1 | 1 |
| inv_1 | 3 | 1 |
-- where the power goes --
group / leakage (nW) / switching [mW] / internal, mW / total, mW
Clock: 0.0138 / 0.0604 / 0.134 / 0.194
Combinational: 0.283 / 0.136 / 0.241 / 0.377
Sequential: 0.0459 / 0.0108 / 0.210 / 0.221
-- routing by layer --
layer / vias up / share of wire (%) / global-route usage [%] / wire length (microns)
li1: 173 / - / - / -
met1: 145 / 44 / 4.03 / 397
met2: 16 / 40 / 4.65 / 365
met3: 2 / 15 / 1.14 / 132
met4: 0 / 1.5 / 0.704 / 14
met5: - / 0 / 0 / 0
-- through the flow --
stage,utilization [%],std cells
5_1_grt,23.0,110
4_1_cts,21.5,108
3_5_place_dp,20.6,104
6_report,23.0,110
3_3_place_gp,20.6,104
2_1_floorplan,-,35
-- timing repair --
item / CTS / global route
pin swaps: 8 / 10
buffers inserted: 3 / 2
endpoints found under the setup margin: 11 / 7
gates resized: 39 / 20
Power and IR drop assume default switching activity.
