==> design.v <==
module param_memory #(
    parameter SIZE  = 256,
    parameter WIDTH = 8
) (
    clk,
    write_enable,
    address,
    data_in,
    data_out
);
    input clk, write_enable;
    input [7:0] address, data_in;
    output reg [7:0] data_out;
    reg [WIDTH -1 : 0] memory[0:SIZE-1];
    always @(posedge clk) begin
        if (write_enable) memory[address] = data_in;
        else data_out <= memory[address];
    end
endmodule
==> run.sh <==
#!/bin/bash
# OpenROAD 26Q1-2900-gdf79404cd8, Yosys 0.63+post, stock flow scripts
make -C /OpenROAD-flow-scripts/flow DESIGN_CONFIG=/design/flow/config.mk WORK_HOME=/design/flow/orfs finish
==> config.mk <==
export PLATFORM = sky130hd
export DESIGN_NAME = param_memory
export DESIGN_NICKNAME = param_memory
export VERILOG_FILES = /design/flow/design.v
export SDC_FILE = /design/flow/constraint.sdc
export NUM_CORES = 4
export LEC_CHECK = 1
export CORE_UTILIZATION = 30
==> constraint.sdc <==
current_design param_memory

set clk_period 14.5
set clk_io_pct 0.2

create_clock -name clk0 -period $clk_period [get_ports {clk}]

set non_clock_inputs [all_inputs -no_clocks]
set_input_delay [expr $clk_period * $clk_io_pct] -clock clk0 $non_clock_inputs
set_output_delay [expr $clk_period * $clk_io_pct] -clock clk0 [all_outputs]
==> flow_metrics.tcl <==
# implementation run metrics
set metrics [dict create \
    outcome "finished with violations" \
    violations "max-capacitance violations, max-slew violations" \
    avgViaCountPerCell 6.132 \
    max_freq_ghz 0.1334 \
    finalSetupViolations 0 \
    worstSetupEndpointType "register" \
    gp_congestion 1.097 \
    tightest_slew_ns 1.666 \
    place_area_mm2 0.08709 \
    path_depth 12 \
    synthDominantCellAreaShare_pct 78.67 \
    die_y_um 513.5 \
    postCtsSetupRepairBufs 0 \
    grt_max_degree 96 \
    power_leakage_nw 29.35 \
    drive_gt1_share_pct 20.15 \
    reg2reg_depth 8 \
    holdPathStages 1 \
    ys.flops 2056 \
    fin_crit_ns 7.497 \
    hp-class "register to register" \
    cts_tree "yes" \
    port-buffer-count 25 \
    worst-setup-path-type "primary input to register" \
    clkSinkCount 2056 \
    cts_buffers 224 \
    netlist_area_mm2 0.07848 \
    die_area_mm2 0.2636 \
    synth-edff-count 2056 \
    cpMostUsedCell "buf_4" \
    critPathSlowestCell "a2111oi_0" \
    ir_drop_mv 0.1338 \
    clk-insertion-delay-late_ns 0.92 \
    cts.repair.resized 0 \
    yosys_area_mm2 0.07848 \
    lay_top_cells "edfxtp_1, buf_4, a22oi_1" \
    tns_ns 0 \
    die_x_um 513.5 \
    critical_path_buf_inv_count 5 \
    routedWlPerCell_um 54.50 \
    core_mm2 0.2599 \
    slowest_delay_ns 0.75 \
    path_cells "buf_2 > buf_4 > and4b_4 > buf_4 > buf_4 > and3_1 > a2111oi_0 > buf_4 > nand3_1 > nor4_1 > nand4_1 > o32a_1" \
    grt_use_total_pct 39.74 \
    num_io_pins 26 \
    drt_iter0_drc 5592 \
    crit_family "buffers and inverters" \
    drt_drc_violations_left 0 \
    route.final.wire_length_um 489000 \
    seq_area_frac_synth_pct 78.67 \
    grt_pass1_wl_um 613100 \
    async_flop_share_pct 0 \
    layout_top_cell "edfxtp_1" \
    openroad.warnings 26 \
    vias 55020 \
    antenna_found_initial 57 \
    ant_nets 0 \
    clk_pin_slew_worst_paths_ns 0.06 \
    critPathMaxFanout 38 \
    start_kind "primary input" \
    synth.distinct_cells 70 \
    maxCapViolCount 2 \
    finalHoldViolations 0 \
    synth-warning-count 2 \
    first_global_vias 55220 \
    dr.pass1.iters 6 \
    fp-row-count 187 \
    clock_skew_ns 0.06572 \
    required_ns 15.13 \
    clock_path_buffers 3 \
    ys_cells 4734 \
    syn_area_per_cell_um2 16.58 \
    rsz0062_at_grt "false" \
    crit_arrival_ns 8.13 \
    power.density_mw_per_mm2 138.5 \
    hold_buffers 0 \
    syn_to_final_growth_pct 20.42 \
    top_area_cell "edfxtp_1" \
    ys_top_cells_by_area "edfxtp_1, a22oi_1, a32oi_1, nand3_1, o22ai_1" \
    slew_violations 6 \
    syn_inst 4734 \
    fin_area_mm2 0.09450 \
    cts-root-buf "clkbuf_16" \
    fp_util_pct 30.19 \
    grt_remaining_overflow 0 \
    period_used_pct 51.71 \
    synth_top_flop_cell "edfxtp_1" \
    htreeDepth 4 \
    relSlewSlack_pct -12.27 \
    dp_hpwl_um 339600 \
]
-- worst register-to-register path, delay by kind of cell (launching register included) --
kind,cells,cell delay (ns)
AOI/OAI and AO/OA,4,1.92
buffers and inverters,2,0.55
DFF,1,0.36
and+or+nand+nor,2,0.67
-- synthesized netlist by cell type (all sizes together), types with 9 or more instances --
cell type,n
o211ai,17
a21oi,181
nor2,226
o21ai,45
buf,199
nor3,66
a31oi,12
clkbuf,184
nand4b,9
a32oi,146
nor4b,12
nor4bb,10
nor4,65
o22a,14
nand4,107
and3,41
nand3,253
nand4bb,11
a22oi,482
a22o,69
a221oi,58
nand2b,11
edfxtp,2056
nand2,84
a32o,9
a222oi,76
or4,25
o22ai,152
a2111oi,11
-- layout make-up --
type                       count  area, µm²
sequential                  2056      61740
clock buffer                 279       5812
inverter                       3      11.26
tap                         3496       4374
antenna                       61      152.6
fill                       24220     165400
multi-input combinational   2292      15810
timing repair buffer         656       5162
clock inverter               129       1439
-- logic make-up (layout without fill, tap and decap cells) --
family | Yosys count | count (layout) | share of synthesized area (%)
and+or+nand+nor | 970 | 970 | 6.672
other | 0 | 61 | 0
DFF | 2056 | 2056 | 78.67
muxes | 2 | 2 | 0.02551
buffers and inverters | 386 | 1067 | 2.128
AOI/OAI and AO/OA | 1320 | 1320 | 12.50
-- worst paths after layout --
check / start / to / slack, ns
setup reg to reg: memory[183][3] / data_out[3] / 10.73
hold / removal: memory[0][6] / data_out[6] / 0.56
setup / recovery: address[2] / data_out[4] / 7.00
hold reg to reg: memory[0][6] / data_out[6] / 0.56
-- per-layer routing --
metal  wire length, µm  GRT usage [%]
met5              2765          6.922
met4             36450          23.01
met3             93750          34.29
met2            205500          52.92
met1            150600          41.69
-- report_power, final --
group          total [W]  internal [W]  switching [W]
registers        0.00668       0.00664      0.0000369
clock network    0.00573       0.00321        0.00253
logic           0.000674      0.000122       0.000552
total             0.0131       0.00997        0.00312
-- stage by stage --
| stage | power, W | util (%) | cells | setup WS [ns] | hold WS, ns |
|---|---|---|---|---|---|
| finish | 0.01309 | 36.35 | 8972 | 7.003 | 0.5579 |
| global route | 0.01333 | 36.32 | 8936 | 7.045 | 0.5888 |
| CTS | 0.01311 | 36.29 | 8911 | 7.196 | 0.5594 |
| detailed placement | 0.007449 | 33.50 | 8503 | 6.232 | 0.5323 |
| global placement | 0.007451 | 33.48 | 8500 | 6.292 | 0.5370 |
| floorplan | 0.006963 | - | 4734 | 8.621 | 0.5158 |
-- flip-flops by register name, indices dropped and copies added (netlist names) --
register,cells
data_out,8
memory,2048
Power is estimated from default activity; no workload was simulated.
